==> flow/constraint.sdc <==
current_design my_fp_mult

set clk_period 38.9
set clk_io_pct 0.2

create_clock -name clk0 -period $clk_period

set non_clock_inputs [all_inputs -no_clocks]
set_input_delay [expr $clk_period * $clk_io_pct] -clock clk0 $non_clock_inputs
set_output_delay [expr $clk_period * $clk_io_pct] -clock clk0 [all_outputs]
==> flow/config.mk <==
export PLATFORM = sky130hd
export DESIGN_NAME = my_fp_mult
export DESIGN_NICKNAME = my_fp_mult
export VERILOG_FILES = /design/flow/design.v
export SDC_FILE = /design/flow/constraint.sdc
export NUM_CORES = 4
export LEC_CHECK = 1
export CORE_UTILIZATION = 30
export SYNTH_HDL_FRONTEND = slang
==> flow/design.v <==
module my_fp_mult(
    input [31:0] a,
    input [31:0] b,
    output [31:0] y
);
    wire AS = a[31];
    wire [7:0] AE = a[30:23];
    wire [22:0] AM = a[22:0];
    wire BS = b[31];
    wire [7:0] BE = b[30:23];
    wire [22:0] BM = b[22:0];
  	wire [47:0] prod = {1'b1,AM}*{1'b1,BM};
    wire [8:0] sum_exp = AE + BE + prod[47];
    wire [22:0] y_mts = prod[47] ? prod[46:24] : prod[45:23];
    wire [8:0] raw_y_exp = sum_exp - 9'b001111111;
    wire [7:0] y_exp = raw_y_exp[7:0];
    wire under = ~|sum_exp[8:7] && ~&sum_exp[6:0];
    wire over = !under && raw_y_exp[8];
    wire azm = ~|AM;
    wire bzm = ~|BM;
    wire a_zero = ~|AE & azm;
    wire b_zero = ~|BE & bzm;
    wire a_sp = &AE;
    wire b_sp = &BE;
    wire a_inf = a_sp & azm;
    wire b_inf = b_sp & bzm;
    wire a_nan = a_sp & !azm;
    wire b_nan = b_sp & !bzm;
    wire y_nan = a_nan || b_nan || a_inf && b_zero || a_zero && b_inf;
    wire y_inf = !y_nan && (a_inf || b_inf || over);
    wire y_zero = !y_nan && (a_zero || b_zero || under);
    wire YS = AS ^ BS;
  	wire [7:0] YE = y_zero ? 8'h00 : y_nan || y_inf ? 8'hFF : y_exp;
  	wire [22:0] YM = y_zero || y_inf ? 23'b0 : y_nan ? 23'b1 : y_mts;
    assign y = {YS, YE, YM};
endmodule
==> flow/run.sh <==
#!/bin/bash
# OpenROAD 26Q1-2900-gdf79404cd8, Yosys 0.63+post, stock flow scripts
make -C /OpenROAD-flow-scripts/flow DESIGN_CONFIG=/design/flow/config.mk WORK_HOME=/design/flow/orfs finish
==> GITHUB_STEP_SUMMARY <==
### Flow metrics

| Metric | Value |
|---|---|
| Final instance area | 21300 um^2 |
| Crit start category | input port |
| RSZ-0062 raised after global routing | no |
| Most Crowded Layer GR | met2 |
| Critical Path AT | 19850 ps |
| Vias after detailed routing | ~15000 |
| # rows | 92 |
| DR DRC count | 0 |
| DR vias/cell | 4.68 |
| Critical Path RT | just over 30000 ps |
| Max cap viols | 0 |
| Synthesized area | 19300 um^2 |
| CP startpoint | b[8] |
| Setup-failing EPs final | 0 |
| Syn avg cell area | 8.64 um^2 |
| GR Util met1 | 25.2% |
| Drt total wl | ~56000 um |
| Initial antenna violation count | 2 |
| Max incr delay on CP | around 950 ps |
| GR Util All Layers | 19.0% |
| Tool warnings | 33 |
| Outcome | finished, final reports clean |
| Max Slew Vio Count | 0 |
| Logic area | 16800 um^2 |
| Yosys Instances | between 2000 and 2500 |
| DRT iter0 DRCs | 623 |
| Final GP Congestion | 0.926 |
| Post-DP HPWL | approximately 43000 um |
| Setup Buffers After CTS | 0 |
| I/O Buffers | 96 |
| Post-cts gate resize count | 0 |
| Final Hold Viols | 0 |
| FILL cells | 6626 |
| Core area | roughly 63000 um^2 |
| Most frequent logic cell in the layout | inv_1 |
| Critical Path Most Common Cell | fa_1 |
| Fp util | 30.5% |
| CP Class | in -> out |
| Clock buf count | 0 |
| Top Layout Cells | inv_1 (569), fa_1 (483), nand2_1 (313) |
| CP max FO | 30 |
| FF+latch area | 0 um^2 |
| Yosys Chip Area | 19300 um^2 |
| Fin crit share | 71.0% |
| Worst slew pin tran | 1040 ps |
| Horiz. Die Dim | 256 um |
| Die y size | 256 um |
| DR pass1 iterations | 6 |
| Met3 GRT Util | 11.1% |
| Area growth syn-to-layout | 10.2% |
| Top cells by area | fa_1 (50%), ha_1 (11%), inv_1 (11%), and2_1 (7.1%), nand2_1 (6.1%) |
| Worst hold path type | in -> out |
| Post-synthesis sequential area ratio | 0% |
| Fin worst setup slack | 11270 ps |
| Pre-CTS setup slack | 11280 ps |
| Final core utilization | 33.6% |
| Placed cell area | roughly 21000 um^2 |
| Critical Path Slowest Stage Cell | clkdlybuf4s50_1 |
| Final setup TNS | 0 ps |
| Post-Synthesis Cells | 2236 |
| First-pass GRT wire length | between 90000 and 100000 um |
| Post-route ant nets | 0 |
| Worst relative slew slack | between 30% and 40% |
| Crit path time final | between 20000 and 30000 ps |
| # diodes | 0 |
| Top-area cell share | 50.0% |
| Gr ovfl total | 0 |
| DR WL/cell | 17.9 um |
| Hold bufs inserted after CTS | 0 |
| Max Fclk | ~0.036 GHz |
| Crit end category | output pin |
| Vias in the first global route | 16300 |
| Largest net degree at the start of global routing | 31 |
| WHS | 16480 ps |
| Flop Count | 0 |
| Chip area | 65400 um^2 |
| Layout cells sized above 1 | about 2.5% |
| Leading area contributor after synthesis | fa_1 |
| Synth cell types | 59 |
| Ports | 96 |
| Synth warn | 0 |
| Setup crit end | y[22] |
| M2 GR Usage | 28.1% |
==> area by class of cell <==
class / instances / share of cell area, %
multi-input combinational: 1563 / 78.8
inverter: 571 / 10.1
timing repair buffer: 143 / 6.17
tap: 846 / 4.97
==> critical path, delay by kind of cell <==
family	cells	cell delay, ps
AND/OR/NAND/NOR	6	2060
buffers and inverters	11	2780
AND-OR/OR-AND	9	1990
XOR/XNOR	3	640
adder cells (fa/ha/maj)	10	4560
==> cell families (layout without fill, tap and decap cells) <==
kind of cell | Yosys count | after routing | share of synthesized area (%)
AND/OR/NAND/NOR | 685 | 685 | 17.2
buffers and inverters | 673 | 714 | 13.2
adder cells (fa/ha/maj) | 660 | 660 | 61.5
AND-OR/OR-AND | 163 | 163 | 5.50
XOR/XNOR | 36 | 36 | 1.63
multiplexers | 19 | 19 | 0.991
==> per-layer routing <==
layer	part of all wire [%]	vias to the layer above	wire length, um
met5	0.15	-	83
met2	44	656	24900
met4	1.5	6	830
met1	40	7245	22600
met3	14	66	7590
li1	-	6647	-
==> stage by stage <==
step	instances
after detailed placement	3123
after CTS	3123
after floorplan	2236
final	3123
after global routing	3123
after global placement	3123
==> Yosys cell counts (3+ instances only) <==
| cell type | n |
|---|---|
| a2111oi_0 | 3 |
| a211oi_1 | 6 |
| a21o_1 | 23 |
| a21oi_1 | 57 |
| a31oi_1 | 3 |
| and2_1 | 218 |
| and3_1 | 5 |
| buf_1 | 3 |
| clkbuf_1 | 94 |
| fa_1 | 483 |
| ha_1 | 177 |
| inv_1 | 569 |
| mux2i_1 | 18 |
| nand2_1 | 313 |
| nand2b_1 | 5 |
| nand3_1 | 18 |
| nand4_1 | 11 |
| nor2_1 | 70 |
| nor3_1 | 8 |
| nor4_1 | 16 |
| o211ai_1 | 6 |
| o21a_1 | 9 |
| o21ai_0 | 26 |
| o21bai_1 | 7 |
| o31a_1 | 3 |
| o31ai_1 | 5 |
| or3_1 | 6 |
| xnor2_1 | 22 |
| xor2_1 | 14 |
==> worst min path at each step <==
stage / start / endpoint / slack, ps / cells past startpoint
CTS: b[31] / y[31] / 16490 / 3
finish: a[31] / y[31] / 16480 / 3
global route: b[31] / y[31] / 16500 / 3
